==> config.mk <==
export PLATFORM = sky130hd
export DESIGN_NAME = wishbone_controller
export DESIGN_NICKNAME = wishbone_controller
export VERILOG_FILES = /design/flow/design.v
export SDC_FILE = /design/flow/constraint.sdc
export NUM_CORES = 4
export LEC_CHECK = 1
export CORE_AREA = 10 10 79 79
export DIE_AREA = 0 0 89 89
==> constraint.sdc <==
current_design wishbone_controller

set clk_period 2.0
set clk_io_pct 0.2

create_clock -name clk0 -period $clk_period [get_ports {wb_clk_i}]

set non_clock_inputs [all_inputs -no_clocks]
set_input_delay [expr $clk_period * $clk_io_pct] -clock clk0 $non_clock_inputs
set_output_delay [expr $clk_period * $clk_io_pct] -clock clk0 [all_outputs]
==> run.sh <==
#!/bin/bash
# OpenROAD 26Q1-2900-gdf79404cd8, Yosys 0.63+post, stock flow scripts
make -C /OpenROAD-flow-scripts/flow DESIGN_CONFIG=/design/flow/config.mk WORK_HOME=/design/flow/orfs finish
==> design.v <==
`timescale 1 ns/ 1 ps
module wishbone_controller (
    input  wire       wb_clk_i,  
    input  wire       wb_rst_i,  
    output reg        wb_cyc_i,  
    output reg        wb_stb_i,  
    output reg        wb_we_i,   
    output reg  [7:0] wb_adr_i,  
    output reg  [7:0] wb_dat_i,  
    input  wire [7:0] wb_dat_o,  
    input  wire       wb_ack_o,  
    input  wire [7:0] address,   
    input  wire       wr_en,     
    input  wire [7:0] wr_data,   
    input  wire       rd_en,     
    output wire [7:0] rd_data,   
    output wire       xfer_done, 
    output wire       xfer_req   
    );
    reg wb_sm;   
    always @(posedge wb_clk_i or posedge wb_rst_i)
       if (wb_rst_i)
          wb_sm <= 1'b0;
       else
          case (wb_sm)
          1'b0:  if (wr_en | rd_en)
                     wb_sm <= 1'b1;   
          1'b1:  if (wb_ack_o)        
                     wb_sm <= 1'b0;
          endcase              
    always @(posedge wb_clk_i or posedge wb_rst_i)
       if (wb_rst_i) begin
          wb_cyc_i <= 1'b0;
          wb_stb_i <= 1'b0;
          wb_we_i  <= 1'b0;
          wb_adr_i <= 8'd0;
          wb_dat_i <= 8'd0;
       end else 
          case (wb_sm)
          1'b0:   if (wr_en) begin
                      wb_cyc_i <= #1 1'b1;    
                      wb_stb_i <= #1 1'b1;    
                      wb_we_i  <= 1'b1;
                      wb_adr_i <= address;
                      wb_dat_i <= wr_data;
                   end else if (rd_en) begin
                      wb_cyc_i <= #1 1'b1;    
                      wb_stb_i <= #1 1'b1;    
                      wb_we_i  <= 1'b0;
                      wb_adr_i <= address;
                   end else begin
                      wb_cyc_i <= 1'b0;
                      wb_stb_i <= 1'b0;
                      wb_we_i  <= 1'b0;
                   end 
          1'b1:   if (wb_ack_o) begin
                      wb_cyc_i <= 1'b0;
                      wb_stb_i <= 1'b0;
                      wb_we_i  <= 1'b0;
                   end 
          endcase              
    assign xfer_done = wb_ack_o;
    assign rd_data = wb_dat_o;
    assign xfer_req = ((wb_sm == 1'b0) && !wr_en && !rd_en) || ((wb_sm == 1'b1) && wb_ack_o) ? 1'b1 : 1'b0;
endmodule     
==> flow_summary.yaml <==
# yosys + openroad results
worst_setup_path:
  worst_path_most_repeated_cell: "clkdlybuf4s50_1"
  criticalPathCategory: "in -> out"
  critical_path_cell_list: "clkdlybuf4s50_1 -> buf_4 -> clkdlybuf4s50_1"
  worst_path_max_delay_cell: "clkdlybuf4s50_1"
  critPathRequiredTime_ps: 1600
  crit_family: "buffers and inverters"
  ff2ff_setup_slack_ps: 790
  cp.buffers_inverters: 3
  timing.critical_path.fanout_max: 3
  cpPeakStageDelay_ps: 480
  crit_path_start_kind: "input port"
  arrival_ps: 1460
  cp-end-kind: "primary output"
grt:
  first_pass_grt_wire_length_mm: 2.96
  use_met2_pct: 7.71
  number_of_antenna_violations_at_the_first_check_in_global_routing: 0
  globalRouteTotalUtil_pct: 4.83
  most_used_layer_global_route: "met2"
  pin_count_of_the_biggest_net_entering_global_routing: 20
  grt_pass1_vias: 580
  groute.layer.met3.usage_pct: 3.31
  globalRouteMet1Util_pct: 5.56
  grt_remaining_overflow: 0
detailed_routing:
  dr.pass1.iters: 2
  drt_wirelength_mm: 1.92
  routed-via-count: 550
  detail_route.drc_violations: 0
  drtAntennaViolNets: 0
  routedWlPerCell_um: 12.9
  first_iter_violations: 13
  post_drt_via_cell_ratio: 3.69
  route.antenna.diode_count: 0
placement:
  preCtsSetupSlack_ps: 6.62
  port-buffer-count: 41
  gp_congestion: 0.718
  dp_hpwl_mm: 1.61
cells_and_area:
  layout.core_utilization_pct: 28.8
  drive_above_1_share_pct: 30.5
  final-comb-area_sq_um: 284
  final_layout_top_logic_cell: "clkdlybuf4s50_1"
  area.sequential_sq_um: 475
  fillerInstances: 459
  final_cell_mix: "40 x clkdlybuf4s50_1, 19 x dfrtp_1, 8 x mux2_2, 8 x mux2_4, 4 x buf_4"
  syn2layout_area_growth_pct: 58.3
synth:
  synth.ff_latch_count: 19
  logic_family: "multiplexers"
  yosys_warnings: 1
  post_synth_num_cell_types: 13
  combined_area_of_all_synthesized_cells_sq_um: 848
  xor_xnor_cells_area_fraction_pct: 0
  synthAoiAreaFrac_pct: 5.31
  syn_avg_cell_area_sq_um: 15.1
  ys_seq_share_pct: 56.0
  netlist_instances: 56
  synth.yosys.num_cells: 56
  yosys_synthesis_chip_area_sq_um: 848
  adder_cell_fraction_of_synth_area_pct: 0
  simple_gate_share_pct: 2.80
  synth.area.mux_share_pct: 24.8
die:
  die-height_um: 89
  chipArea_sq_mm: 0.00792
  chipWidth_um: 89
  initCoreUtil_pct: 18.2
  std_cell_rows: 25
  core_area_sq_mm: 0.00466
  num_io_pins: 58
clock_network:
  clock_sink_count: 19
  clk_root_buffer_cell: "clkbuf_8"
  insertion_delay_ps: 250
  clk_pin_slew_worst_paths_ps: 70
  cts_buffers: 3
  number_of_levels_the_h_tree_was_split_into: 1
  cts-root-to-sink-buffers: 2
  tritoncts: "yes"
  cts-hold-fix-buffers: 0
job:
  max_cap_violations: 0
  log.warning_count: 25
power_and_ir_drop:
  irDropWorstVdd_uv: 496
  static-leakage-power_nw: 0.573
  power.density_cell_area_mw_per_mm2: 831
final_timing:
  worst-slew-pin-transition_ps: 293
  hold_viol_final: 0
  finalClockSkew_ps: 6.59
  fin_hold_ws_ps: 458
  finalCritPeriodShare_pct: 92.8
  fin_setup_tns_ps: 0
  setup_viol: 0
  number_of_slew_limit_violations_in_the_final_report: 0
  fmax_mhz: 539
  worst_slew_margin_relative_to_its_limit_pct: 80.4
  period_minus_slack_ps: 1860
  final.setup.worst_slack_ps: 145
  rsz0062_at_grt: "no"
min_path:
  hold_class: "in -> async"
run_status:
  run_status: "finished clean"
==> worst paths after layout <==
check                            startpoint          end  cells past startpoint
worst max-delay path               wb_ack_o    xfer_done                      3
worst max register to register        wb_sm  wb_dat_i[4]                      3
worst min-delay path               wb_rst_i  wb_adr_i[5]                      3
min in group clk0               wb_adr_i[6]  wb_adr_i[6]                      1
max in group asynchronous          wb_rst_i      wb_we_i                      3
worst min register to register  wb_adr_i[6]  wb_adr_i[6]                      1
==> metrics by stage <==
| step | cells | power (W) | cell area (sq um) |
|---|---|---|---|
| 3_3_place_gp | 145 | 0.000862 | 1290 |
| 4_1_cts | 149 | 0.00115 | 1340 |
| 5_1_grt | 149 | 0.00119 | 1340 |
| 6_report | 149 | 0.00112 | 1340 |
| 3_5_place_dp | 145 | 0.000868 | 1290 |
| 2_1_floorplan | 56 | 0.000630 | 848 |
==> sequential cells by signal, indices dropped and copies added, names as in the netlist <==
signal / cells
wb_adr_i: 8
wb_cyc_i: 1
wb_dat_i: 8
wb_we_i: 1
wb_sm: 1
==> worst register-to-register path, stage by stage, from the launching register on <==
cell     delay (ps)
dfrtp_1         460
nor2b_2         180
buf_12          150
mux2_4          300
==> power by group <==
part	switching, W	leakage (nW)	internal, W
combinational	0.0000667	0.327	0.000274
clock	0.000123	0.0228	0.000141
sequential	0.0000444	0.223	0.000466
==> cell usage after synthesis (all sizes together) <==
library cell,count,area share (%)
buf,11,10
nand2,2,0.89
a31o,1,1.0
inv,2,0.89
mux2,16,25
o31ai,1,0.89
o21bai,1,2.2
o31a,1,1.2
dfrtp,19,56
nor2b,1,1.0
nand3b,1,0.89
==> cell type report <==
class,instances,share of cell area (%)
inverter,2,0.559
multi-input combinational,24,21.2
clock buffer,4,3.36
sequential,19,35.4
tap,54,5.03
timing repair buffer,46,34.5
==> per-layer routing <==
metal / wire length (um) / share of wire [%]
met1: 762 / 40
met2: 888 / 46
met3: 263 / 14
met4: 6 / 0.31
met5: 0 / 0
==> cell families (layout without fill, tap and decap cells) <==
group / count (synthesis) / count (layout)
AOI/OAI and AO/OA: 4 / 4
DFF: 19 / 19
muxes: 16 / 16
and+or+nand+nor: 4 / 4
buffers and inverters: 13 / 52
==> what timing repair did <==
action,in CTS,in global routing
setup buffers,0,0
resized,0,2
setup endpoints to repair,0,1
No activity file was given, so power comes from the tool's default toggle rates.
